==> flow/design.v <==
`timescale 1ns/10ps
module GSIM ( clk, reset, in_en, b_in, out_valid, x_out);
    input   clk ;
    input   reset ;
    input   in_en;
    output  out_valid;
    input   [15:0]  b_in;
    output reg [31:0]  x_out;
    parameter RUN = 69;  
    wire [32-1:0] x;
    wire [32-1:0] x1, x2, x3, x4, x5, x6;
    wire [16-1:0] b;
    reg  [4-1:0]  cycle_count_r;
    reg  [4-1:0]  cycle_count_w;
    reg  [9-1:0]  run_count_r;
    reg  [9-1:0]  run_count_w;
    wire          start;
    reg  [32-1:0] x_stored_r[1:16];
    reg  [32-1:0] x_stored_w[1:16];
    integer       i;
    register_file register_file (
        .clk_in(clk),
        .rst_in(reset),
        .en_in(in_en),
        .b_in(b_in),
        .x_in(x),
        .b_out(b),
        .x1_out(x1),
        .x2_out(x2),
        .x3_out(x3),
        .x4_out(x4),
        .x5_out(x5),
        .x6_out(x6),
        .start_out(start)
    );
    Computation_Unit Computation_Unit (
        .clk(clk),
        .b({b, 16'd0}),
        .x_0(x1),
        .x_1(x2),
        .x_2(x3),
        .x_3(x4),
        .x_4(x5),
        .x_5(x6),
        .x_new(x)
    );
    always @(*) begin
        if (in_en == 1'b1)
            cycle_count_w = 4'd0;
        else
            cycle_count_w = cycle_count_r + 1;
    end
    always @(posedge clk) begin
        cycle_count_r <= cycle_count_w;
    end
    always @(*) begin
        if (in_en == 1'b1)
            run_count_w = 8'd0;
        else if (cycle_count_r == 4'd15)
            run_count_w = run_count_r + 1;
        else
            run_count_w = run_count_r;
    end
    always @(posedge clk) begin
        run_count_r <= run_count_w;
    end
    always @(*) begin
        for (i = 1; i < 16+1; i = i + 1) begin
            x_stored_w[i] = x_stored_r[i];
        end
        if (start && ((run_count_r == RUN && cycle_count_r >= 4'd1) || (run_count_r == RUN + 1 && cycle_count_r == 4'd0))) begin
            x_stored_w[16] = x;
            for (i = 1; i < 16; i = i + 1) begin
                x_stored_w[i] = x_stored_r[i+1];
            end
        end
    end
    always @(posedge clk) begin
        for (i = 1; i < 16+1; i = i + 1) begin
            x_stored_r[i] <= x_stored_w[i];
        end
    end
    always @(*) begin
        case (cycle_count_r) 
            4'd1:
                x_out =  x_stored_r[1];
            4'd2:
                x_out =  x_stored_r[5];
            4'd3:
                x_out =  x_stored_r[9];
            4'd4:
                x_out =  x_stored_r[13];
            4'd5:
                x_out =  x_stored_r[2];
            4'd6:
                x_out =  x_stored_r[6];
            4'd7:
                x_out =  x_stored_r[10];
            4'd8:
                x_out =  x_stored_r[14];
            4'd9:
                x_out =  x_stored_r[3];
            4'd10:
                x_out =  x_stored_r[7];
            4'd11:
                x_out =  x_stored_r[11];
            4'd12:
                x_out =  x_stored_r[15];
            4'd13:
                x_out =  x_stored_r[4];
            4'd14:
                x_out =  x_stored_r[8];
            4'd15:
                x_out =  x_stored_r[12];
            4'd0:
                x_out =  x_stored_r[16];
        endcase
    end
    assign out_valid = (start && ((run_count_r == RUN+1 && cycle_count_r >= 4'd1) || (run_count_r == RUN + 2 && cycle_count_r == 4'd0))) ? 1'b1 : 1'b0;  
endmodule
module register_file (
    clk_in,
    rst_in,
    en_in,
    b_in,
    x_in,
    b_out,
    x1_out,
    x2_out,
    x3_out,
    x4_out,
    x5_out,
    x6_out,
    start_out
);
    input               clk_in, rst_in, en_in;
    input      [16-1:0] b_in;
    input      [32-1:0] x_in;
    output     [16-1:0] b_out;
    output     [32-1:0] x1_out, x2_out, x3_out, x4_out, x5_out, x6_out;
    output              start_out;
    reg        [16-1:0] b_r[1:16];
    reg        [16-1:0] b_w[1:16];
    reg        [32-1:0] x_r[1:16];  
    reg        [32-1:0] x_w[1:16];
    reg        [4-1:0]  count_r;
    reg        [4-1:0]  count_w;
    reg                 start_r;
    reg                 start_w;
    reg                 delay_start_r;
    reg                 delay_start_w;
    integer             i;
    always @(*) begin
        if (en_in == 1'b1) begin
            b_w[16] = b_in;
            for (i = 1; i < 16; i = i + 1) begin
                b_w[i] = b_r[i+1];
            end
        end
        else if (start_r == 1'b1 && delay_start_r == 1'b0) begin  
            b_w[1] = b_r[5];
            b_w[2] = b_r[9];
            b_w[3] = b_r[13];
            b_w[4] = b_r[2];
            b_w[5] = b_r[6];
            b_w[6] = b_r[10];
            b_w[7] = b_r[14];
            b_w[8] = b_r[3];
            b_w[9] = b_r[7];
            b_w[10] = b_r[11];
            b_w[11] = b_r[15];
            b_w[12] = b_r[4];
            b_w[13] = b_r[8];
            b_w[14] = b_r[12];
            b_w[15] = b_r[16];
            b_w[16] = b_r[1];
        end
        else begin
            b_w[16] = b_r[1];
            for (i = 1; i < 16; i = i + 1) begin
                b_w[i] = b_r[i+1];
            end
        end
    end
    always @(posedge clk_in) begin
        for (i = 1; i < 16+1; i = i + 1) begin
            b_r[i] <= b_w[i];
        end
    end
    always @(*) begin
        if (delay_start_r == 1'b1) begin  
            x_w[16] = x_r[1];
            x_w[15] = x_in;
            for (i = 1; i < 16 - 1; i = i + 1) begin
                x_w[i] = x_r[i+1];
            end
        end
        else if (start_r == 1'b1) begin  
            x_w[16] = x_r[1];
            for (i = 1; i < 16; i = i + 1) begin
                x_w[i] = x_r[i+1];
            end
        end
        else begin
            for (i = 1; i < 16+1; i = i + 1) begin
                x_w[i] = x_r[i];
            end
        end
    end
    always @(posedge clk_in or posedge rst_in) begin
        if (rst_in == 1'b1) begin  
            x_r[1] <= 32'd0;
            x_r[2] <= 32'd0;
            x_r[3] <= 32'd0;
            x_r[4] <= 32'd0;
            x_r[5] <= 32'd0;
            x_r[6] <= 32'd0;
            x_r[7] <= 32'd0;
            x_r[8] <= 32'd0;
            x_r[9] <= 32'd0;
            x_r[10] <= 32'd0;
            x_r[11] <= 32'd0;
            x_r[12] <= 32'd0;
            x_r[13] <= 32'd0;
            x_r[14] <= 32'd0;
            x_r[15] <= 32'd0;
            x_r[16] <= 32'd0;
        end
        else begin
            for (i = 1; i < 16+1; i = i + 1) begin
                x_r[i] <= x_w[i];
            end
        end
    end
    always @(*) begin
        count_w = count_r + 1;
    end
    always @(posedge clk_in or posedge rst_in) begin
        if (rst_in == 1'b1)
            count_r <= 4'd0;
        else if (start_r == 1'b1 || en_in == 1'b1)
            count_r <= count_w;
        else
            count_r <= 4'd0;
    end
    always @(*) begin
        if (count_r == 4'd15)
            start_w = 1'b1;
        else
            start_w = start_r;
    end
    always @(posedge clk_in or posedge rst_in) begin
        if (rst_in == 1'b1)
            start_r <= 1'b0;
        else
            start_r <= start_w;
    end
    always @(*) begin
        delay_start_w = start_r;
    end
    always @(posedge clk_in or posedge rst_in) begin
        if (rst_in == 1'b1)
            delay_start_r <= 1'b0;
        else
            delay_start_r <= delay_start_w;
    end
    assign b_out     = b_r[1];                                
    assign x1_out    = (count_r < 4'd12) ? x_r[5] :
                       (count_r < 4'd15) ? x_r[6] : 32'd0;
    assign x2_out    = (count_r > 4'd3) ? x_r[13] :
                       (count_r > 4'd0) ? x_r[12] : 32'd0;
    assign x3_out    = (count_r < 4'd8) ? x_r[9] :
                       (count_r != 4'd11 && count_r != 4'd15) ? x_r[10] : 32'd0;
    assign x4_out    = (count_r > 4'd7) ? x_r[9] :
                       (count_r != 4'd0 && count_r != 4'd4) ? x_r[8] : 32'd0;
    assign x5_out    = (count_r < 4'd4) ? x_r[13] :
                       (count_r != 4'd7 && count_r != 4'd11 && count_r != 4'd15) ? x_r[14] : 32'd0;
    assign x6_out    = (count_r > 4'd11) ? x_r[5] :
                       (count_r != 4'd8 && count_r != 4'd4 && count_r != 4'd0) ? x_r[4] : 32'd0;
    assign start_out = start_r;                               
endmodule
module Computation_Unit (clk, b, x_0, x_1, x_2, x_3, x_4, x_5, x_new);  
    input                clk;                
    input signed  [31:0] b;                    
    input signed  [31:0] x_0, x_1, x_2, x_3, x_4, x_5;
    output signed [31:0] x_new;
    wire signed   [32:0] x_0_1, x_2_3, x_4_5, x_plus_b;
    wire signed   [33:0] x_2_3_mul2;
    wire signed   [34:0] x_0_1_mul4, x_2_3_mul4, x_2_3_mul6;
    wire signed   [35:0] x_0_1_mul8, x_0_1_mul13, x_sub_6;
    wire signed   [36:0] DFF_nxt;
    reg signed    [36:0] DFF;
    assign x_0_1 = x_0 + x_1;
    assign x_2_3 = x_2 + x_3;
    assign x_4_5 = x_4 + x_5;
    assign x_plus_b = x_4_5 + b;
    assign x_0_1_mul4 = {x_0_1, 2'b0};
    assign x_0_1_mul8 = {x_0_1, 3'b0};
    assign x_0_1_mul13 = x_0_1 + x_0_1_mul4 + x_0_1_mul8;
    assign x_2_3_mul2 = {x_2_3, 1'b0};
    assign x_2_3_mul4 = {x_2_3, 2'b0};
    assign x_2_3_mul6 = x_2_3_mul2 + x_2_3_mul4;
    assign x_sub_6 = x_plus_b - x_2_3_mul6;
    assign DFF_nxt = x_0_1_mul13 + x_sub_6;
    division_20 div0 (.in(DFF), .out(x_new));
    always @(posedge clk) begin
        DFF <= DFF_nxt;
    end
endmodule
module division_20 (in, out);   
    input  signed [36:0] in;    
    output signed [31:0] out;
    wire signed [36:0] x_5, x_6, x_9, x_10, x_13, x_14, x_17, x_18, x_21, x_22, x_25, x_26, x_29, x_30, x_33, x_34;
    wire signed [36:0] x_5_6, x_9_10, x_13_14, x_17_18, x_21_22, x_25_26, x_29_30, x_33_34;
    wire signed [36:0] x_5to10, x_13to18, x_21to26, x_29to34, x_5to18, x_21to34, x_total;
    assign x_5 = in;
    assign x_6 = in >>> 1;
    assign x_9 = in >>> 4;
    assign x_10 = in >>> 5;
    assign x_13 = in >>> 8;
    assign x_14 = in >>> 9;
    assign x_17 = in >>> 12;
    assign x_18 = in >>> 13; 
    assign x_21 = in >>> 16;
    assign x_22 = in >>> 17;
    assign x_25 = in >>> 20;
    assign x_26 = in >>> 21;
    assign x_29 = in >>> 24;
    assign x_30 = in >>> 25;
    assign x_33 = in >>> 28;
    assign x_34 = in >>> 29;
    assign x_5_6 = x_5 + x_6;
    assign x_9_10 = x_9 + x_10;
    assign x_13_14 = x_13 + x_14;
    assign x_17_18 = x_17 + x_18;
    assign x_21_22 = x_21 + x_22;
    assign x_25_26 = x_25 + x_26;
    assign x_29_30 = x_29 + x_30;
    assign x_33_34 = x_33 + x_34;
    assign x_5to10 = x_5_6 + x_9_10;
    assign x_13to18 = x_13_14 + x_17_18;
    assign x_21to26 = x_21_22 + x_25_26;
    assign x_29to34 = x_29_30 + x_33_34;
    assign x_5to18 = x_5to10 + x_13to18;
    assign x_21to34 = x_21to26 + x_29to34;
    assign x_total = x_5to18 + x_21to34;
    assign out = x_total[36:5] + x_total[4];
endmodule
==> flow/run.sh <==
#!/bin/bash
# OpenROAD 26Q1-2900-gdf79404cd8, Yosys 0.63+post, stock flow scripts
make -C /OpenROAD-flow-scripts/flow DESIGN_CONFIG=/design/flow/config.mk WORK_HOME=/design/flow/orfs finish
==> flow/config.mk <==
export PLATFORM = sky130hd
export DESIGN_NAME = GSIM
export DESIGN_NICKNAME = GSIM
export VERILOG_FILES = /design/flow/design.v
export SDC_FILE = /design/flow/constraint.sdc
export NUM_CORES = 4
export LEC_CHECK = 1
export CORE_UTILIZATION = 30
==> flow/constraint.sdc <==
current_design GSIM

set clk_period 51.7
set clk_io_pct 0.2

create_clock -name clk0 -period $clk_period [get_ports {clk}]

set non_clock_inputs [all_inputs -no_clocks]
set_input_delay [expr $clk_period * $clk_io_pct] -clock clk0 $non_clock_inputs
set_output_delay [expr $clk_period * $clk_io_pct] -clock clk0 [all_outputs]
==> results.json <==
{
  "synth.area.mux_share": 0.106,
  "clock-sinks": 1336,
  "max_freq_mhz": 67.1,
  "die_y_um": 492,
  "synth.avg_cell_area_um2": 11.6,
  "drtAntennaViolNets": 0,
  "fin_crit_ps": 14900,
  "synth-async-reset-ratio": 0.388,
  "fin_util": 0.340,
  "ys_types": 82,
  "ff_type": "dfrtp_1",
  "yosysWarnings": 10,
  "grt_pass1_wl_um": 284000,
  "drc": 0,
  "edf_count": 512,
  "fp_util": 0.303,
  "die-width_um": 492,
  "holdWs_ps": 315,
  "logic_family": "adder cells",
  "cts_resized": 0,
  "layout-area-overhead-vs-synth_pct": 12.5,
  "drt_wl_total_um": 182000,
  "first_global_vias": 47760,
  "period_used_share": 0.288,
  "critPathBufInv": 2,
  "crit_fanout": 23,
  "xor_share": 0.0459,
  "grt_setup_unrepaired": "no",
  "worstSetupPathType": "reg -> out",
  "warning_count": 58,
  "cts_made_buffers": 144,
  "cts_buffer_depth": 3,
  "drt_iter0_drc": 3134,
  "holdBufCountCts": 0,
  "clkTransAtPathRegs_ps": 60,
  "ys.flops": 1336,
  "yosys_area_um2": 72100,
  "port_buffers": 51,
  "path_cells": "nor2_1 -> and2_1 -> buf_4 -> a22oi_1 -> and3_1 -> a41oi_1 -> clkdlybuf4s50_1",
  "dieArea_um2": 242000,
  "grt_use_total": 0.157,
  "clock_latency_ps": 800,
  "postLayoutCellArea_um2": 81100,
  "cp-start-kind": "flip-flop",
  "fa_ha_area_frac": 0.136,
  "cts-root-buf": "clkbuf_16",
  "firstDrtPassIters": 17,
  "placed_area_um2": 76300,
  "hold_viol_final": 0,
  "cp.depth": 7,
  "io_pins": 52,
  "drv_slew": 0,
  "cts_tree": "yes",
  "crit_family": "simple AND/OR/NAND/NOR gates",
  "yosys_cells": 6196,
  "slew_headroom": 0.369,
  "gp_congestion": 0.985,
  "core_um2": 238000,
  "outcome": "finished, final reports clean",
  "hold_path_depth": 0,
  "ys_seq_share": 0.478,
  "cts_setup_buffers": 0,
  "synthCells": 6196,
  "worst_slew_pin_slew_ps": 937,
  "row_count": 179,
  "antenna_found_initial": 1,
  "required_ps": 41360,
  "viasPerCell": 4.94,
  "finClkSkew_ps": 47.6,
  "grt-ovfl-total": 0,
  "crit_path_max_incr_delay_ps": 670,
  "drive_above_1_share": 0.156,
  "fin_setup_tns_ps": 0,
  "ff2ff_path_depth": 38,
  "cp.arrival_ps": 4560,
  "dp_hpwl_um": 131000,
  "cap_violations": 0,
  "slowest_stage": "nor2_1",
  "hold_path_class": "reg -> reg",
  "htreeDepth": 4,
  "setup-violations-final": 0,
  "netlist_area_um2": 72100,
  "yosys.area_share.aoi": 0.111,
  "grt_max_degree": 146,
  "end_kind": "output pin",
  "yosys.area_share.simple": 0.0828,
  "vias": 46931,
  "drt-wirelength-per-cell_um": 19.2
}
## cell usage after synthesis (all sizes together) (98+ instances only)
| cell | count | area [um^2] |
|---|---|---|
| dfxtp | 306 | 6130 |
| dfrtp | 518 | 13000 |
| a21o | 117 | 878 |
| mux2 | 647 | 7290 |
| edfxtp | 512 | 15400 |
| nor2 | 222 | 841 |
| o21ai | 295 | 1490 |
| a22oi | 108 | 811 |
| clkbuf | 225 | 845 |
| xor2 | 145 | 1270 |
| xnor2 | 233 | 2040 |
| fa | 291 | 5830 |
| a21oi | 303 | 1520 |
| nand3b | 98 | 736 |
| nand2 | 464 | 1740 |
| ha | 316 | 3950 |
| inv | 503 | 1890 |
## final timing paths
check,start,to,slack [ps]
max,cycle_count_r[3]$_SDFF_PP0_,x_out[15],36800
min,register_file.b_r[6][14]$_DFF_P_,register_file.b_r[5][14]$_DFF_P_,310
max reg2reg,register_file.count_r[0]$_DFF_PP0_,Computation_Unit.DFF[35]$_DFF_P_,41570
min reg2reg,register_file.b_r[6][14]$_DFF_P_,register_file.b_r[5][14]$_DFF_P_,310
max in group asynchronous,reset,register_file.x_r[15][22]$_DFFE_PP0P_,38690
min in group asynchronous,reset,register_file.x_r[11][10]$_DFFE_PP0P_,10130
## state kept, by name (all words and copies together) (netlist names)
signal                       cells
register_file.x_r              512
x_stored_r                     512
register_file.b_r              256
Computation_Unit.DFF            37
run_count_r                      9
cycle_count_r                    4
register_file.count_r            4
register_file.delay_start_r      1
register_file.start_r            1
## placed cells by master (no fill, tap or decap), drive strengths merged, types with 39 or more instances in the layout
cell type / count
mux2: 647
dfrtp: 518
inv: 514
edfxtp: 512
nand2: 464
ha: 316
dfxtp: 306
a21oi: 303
o21ai: 295
fa: 291
xnor2: 233
nor2: 222
clkbuf: 199
xor2: 145
a21o: 117
a22oi: 108
nand3b: 98
a22o: 80
nand3: 75
buf: 75
nor3: 59
clkinv: 51
clkdlybuf4s50: 50
nand4: 48
and3: 47
a221oi: 47
o21bai: 45
mux2i: 39
nor3b: 39
## layout make-up
| type | count | area, um^2 |
|---|---|---|
| Antenna cell | 2 | 5.00 |
| Multi-Input combinational cell | 4102 | 34800 |
| Clock buffer | 199 | 4070 |
| Clock inverter | 68 | 714 |
| Sequential cell | 1336 | 34500 |
| Timing Repair Buffer | 125 | 1110 |
| Tap cell | 3167 | 3960 |
| Inverter | 507 | 1910 |
| Fill cell | 23000 | 157000 |
## cell families after synthesis
group / count (synthesis)
mux: 686
compound gates: 1216
fa+ha+maj: 608
xor+xnor: 378
simple gates: 1214
flops: 1336
buf+inv: 758
## stage by stage
step	std cells	setup slack [ps]
CTS	9504	36760
finish	9506	36800
detailed placement	9237	37580
global route	9504	36520
floorplan	6196	24150
global placement	9237	37620
## layer usage
layer	global-route usage	vias up	wire length (um)
li1	-	22082	-
met1	0.227	23062	80300
met2	0.227	1556	79600
met3	0.0635	229	17700
met4	0.0333	2	4380
met5	0.00215	-	72
